## flow/design.v

```verilog
module add4(c_out,s,a,b,c_in);
  input [3:0]a,b;
  input c_in;
  output [3:0]s;
  output c_out;
  wire [2:0]c;
  add B0(c[0],s[0],a[0],b[0],c_in);
  add B1(c[1],s[1],a[1],b[1],c[0]);
  add B2(c[2],s[2],a[2],b[2],c[1]);
  add B3(c_out,s[3],a[2],b[2],c[2]);
endmodule
module add(c_out,s,a,b,c);
input a,b,c;
output s,c_out;
assign s=a^b^c;
assign c_out=(a&b)|(b&c)|(c&a);
endmodule
```

## flow/run.sh

```bash
#!/bin/bash
# OpenROAD 26Q1-2900-gdf79404cd8, Yosys 0.63+post, stock flow scripts
make -C /OpenROAD-flow-scripts/flow DESIGN_CONFIG=/design/flow/config.mk WORK_HOME=/design/flow/orfs finish
```

## flow/config.mk

```make
export PLATFORM = sky130hd
export DESIGN_NAME = add4
export DESIGN_NICKNAME = add4
export VERILOG_FILES = /design/flow/design.v
export SDC_FILE = /design/flow/constraint.sdc
export NUM_CORES = 4
export LEC_CHECK = 1
export CORE_AREA = 10 10 70 70
export DIE_AREA = 0 0 80 80
```

## flow/constraint.sdc

```tcl
current_design add4

set clk_period 2.2
set clk_io_pct 0.2

create_clock -name clk0 -period $clk_period

set non_clock_inputs [all_inputs -no_clocks]
set_input_delay [expr $clk_period * $clk_io_pct] -clock clk0 $non_clock_inputs
set_output_delay [expr $clk_period * $clk_io_pct] -clock clk0 [all_outputs]
```

==> results.json <==
{
  "die_w_um": 80,
  "place_area_um2": 287.8,
  "ir_drop_uv": 24.09,
  "power.switching_mw": 0.01835,
  "leakagePower_nw": 0.1289,
  "ys_sh_aoi_pct": 0,
  "cp.arrival_ps": 1780,
  "detailedRoute.firstIterationViolations": 0,
  "ant_nets": 0,
  "dp_cells": 70,
  "num_rows": 21,
  "coreArea_mm2": 0.003416,
  "ioPinCount": 14,
  "syn_area_per_cell_um2": 8.758,
  "violations": "negative setup slack",
  "globalplace.congestion": 0.6461,
  "worst_pin_slew_ps": 137.0,
  "stdcell_count": 71,
  "cp.required_ps": 1760,
  "routedWlPerCell_um": 6.465,
  "avgViaCountPerCell": 1.634,
  "crit_chain": "buf_8 > inv_4 > fa_2 > inv_2 > fa_2 > fa_2 > buf_2",
  "hold_viol": 0,
  "n_antenna_cell": 0,
  "swShare_pct": 33.88,
  "antenna_found_initial": 0,
  "seq_area_um2": 0,
  "drive_gt1_share_pct": 60.00,
  "tool_warnings": 37,
  "seq_power_share_pct": 0,
  "crit_type": "in2out",
  "topCombFamilyByArea": "adder cells",
  "endpoint_kind": "primary output",
  "slew_viol_final": 0,
  "setup-violations-final": 1,
  "final_cell_mix": "inv_2, fa_2",
  "first_global_vias": 133,
  "comb_power_share_pct": 100.0,
  "drc_errors": 0,
  "cp_top_family": "adder cells",
  "simple_gate_share_pct": 0,
  "die_y_um": 80,
  "ys_types": 3,
  "yosysChipArea_um2": 140.1,
  "fp-utilization_pct": 4.103,
  "dieArea_mm2": 0.006400,
  "cpMostUsedCell": "fa_2",
  "vias": 116,
  "fin_area_um2": 305.3,
  "slowest_stage": "fa_2",
  "setup.worst_path.start": "a[0]",
  "grt.overflow.total": 0,
  "grt_usage_pct": 1.463,
  "p_per_area_mw_per_mm2": 177.5,
  "period_minus_slack_ps": 2216,
  "cp_max_fo": 2,
  "ys_warn_count": 0,
  "start_kind": "input pin",
  "fillCellCount": 401,
  "adder_share_pct": 57.14,
  "path_depth": 7,
  "ys_seq_share_pct": 0,
  "clkPwrFrac_pct": 0,
  "power_mw": 0.05418,
  "fmax_ghz": 0.4512,
  "n_sequential_cell": 0,
  "grt_pass1_wl_um": 703,
  "hold_class": "in2out",
  "internal_power_mw": 0.03582,
  "port-buffer-count": 12,
  "mux_share_pct": 0,
  "area_growth_pct": 117.9,
  "routed_wl_um": 459,
  "nClkBuffers": 0,
  "hpwl_um": 444.5,
  "fin_crit_sh_pct": 100.7,
  "slew_headroom_pct": 90.84,
  "fin_tns_setup_ps": -16.12,
  "status": "finished, violations left",
  "drt_pre_antenna_iters": 1,
  "rsz0062_at_grt": "true",
  "synth-xor-area-share_pct": 0,
  "worst_slack_ps": -16.12,
  "drv_cap": 0,
  "yosys_cells": 16,
  "grt_max_degree": 3,
  "critPathCapture": "s[2]",
  "cp_num_buf_inv": 4,
  "syn_area_um2": 140.1,
  "postSynthCellCount": 16,
  "cpPeakStageDelay_ps": 530
}
power by group through the flow:
stage         clock [mW]  combinational [mW]  sequential (mW)
CTS                    0              0.0562                0
global route           0              0.0633                0
finish                 0              0.0542                0
metal layers:
metal / up-vias / global-route usage [%] / wire length (um)
li1: 54 / - / -
met5: - / 0 / 0
met2: 6 / 2.648 / 236
met1: 56 / 1.608 / 163
met4: 0 / 0 / 0
met3: 0 / 0.6818 / 60
stage by stage:
stage	worst slack, ps	hold slack (ps)	utilization [%]
2_1_floorplan	81.29	988.4	-
3_3_place_gp	-770.8	1946	8.425
3_5_place_dp	-797.9	1950	8.425
4_1_cts	-72.14	1512	8.828
5_1_grt	-72.37	1559	8.938
6_report	-16.12	1514	8.938
worst min path at each step:
stage / endpoint / from / cells past startpoint / slack, ps
final: s[1] / b[1] / 3 / 1510
after global routing: s[1] / a[1] / 3 / 1560
after CTS: s[1] / b[1] / 3 / 1510
tightest hold or removal path: cells and delay by family:
kind	cells	cell delay, ps
buf+inv	2	440
fa+ha+maj	1	200
cell families (layout without fill, tap and decap cells):
kind of cell             after synthesis  after routing
buffers and inverters                 12             21
adder cells (fa/ha/maj)                4              4
cells in the mapped netlist:
| library cell | n | area [um^2] |
|---|---|---|
| fa_1 | 4 | 80.08 |
| inv_1 | 8 | 30.03 |
| buf_4 | 4 | 30.03 |
repair_timing:
| action | in CTS | in global routing |
|---|---|---|
| buffers inserted | 1 | 0 |
| hold buffers | 0 | 0 |
| pin swaps | 4 | 3 |
| gates cloned | 0 | 0 |
| setup endpoints to repair | 5 | 3 |
| resized | 36 | 2 |
layout make-up:
cell class                 count  area [um^2]  area share [%]
multi-input combinational      4        90.09           29.51
timing repair buffer          13        125.1           40.98
tap                           46        57.56           18.85
inverter                       8        32.53           10.66
Power is estimated from default activity; no workload was simulated.
