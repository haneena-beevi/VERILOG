==> flow/run.sh <==
#!/bin/bash
# OpenROAD 26Q1-2900-gdf79404cd8, Yosys 0.63+post, stock flow scripts
make -C /OpenROAD-flow-scripts/flow DESIGN_CONFIG=/design/flow/config.mk WORK_HOME=/design/flow/orfs finish
==> flow/config.mk <==
export PLATFORM = sky130hd
export DESIGN_NAME = pwm
export DESIGN_NICKNAME = pwm
export VERILOG_FILES = /design/flow/design.v
export SDC_FILE = /design/flow/constraint.sdc
export NUM_CORES = 4
export LEC_CHECK = 1
export CORE_AREA = 10 10 74 74
export DIE_AREA = 0 0 84 84
==> flow/constraint.sdc <==
current_design pwm

set clk_period 1.7
set clk_io_pct 0.2

create_clock -name clk0 -period $clk_period [get_ports {clk}]

set non_clock_inputs [all_inputs -no_clocks]
set_input_delay [expr $clk_period * $clk_io_pct] -clock clk0 $non_clock_inputs
set_output_delay [expr $clk_period * $clk_io_pct] -clock clk0 [all_outputs]
==> flow/design.v <==
`timescale 1ns / 1ps
module pwm(input clk,
            output [7:0] led
    );
    reg [8:0]pwm_clk;
    always@(posedge clk)
    begin
    if(pwm_clk<500)
    pwm_clk<=pwm_clk+1;
   else
    pwm_clk<=0;
   end
   assign led[0]=(pwm_clk<=50)?1:0;
   assign led[1]=(pwm_clk<=100)?1:0;
   assign led[2]=(pwm_clk<=150)?1:0;
   assign led[3]=(pwm_clk<=200)?1:0;
   assign led[4]=(pwm_clk<=250)?1:0;
   assign led[5]=(pwm_clk<=300)?1:0;
   assign led[6]=(pwm_clk<=350)?1:0;
   assign led[7]=(pwm_clk<=400)?1:0;
 endmodule
==> results.py <==
# Synthesis and PnR figures
metrics = {
    "cells_and_area": {
        "largest_register_ff_count": 9,
        "regMostFlops": "pwm_clk",
        "nFillCells": 427,
        "area_growth_pct": 54.2,
        "logic_area_um2": 409,
        "seq_area_um2": 196,
        "utilization": 0.238,
        "drive_gt1_frac": 0.471,
        "reg_top3": "pwm_clk (9)",
    },
    "final_timing": {
        "fin_skew_ns": 0.00254,
        "fmax_mhz": 574,
        "setup_violations": 1,
        "period_needed_ns": 1.74,
        "setup_tns_ns": -0.0434,
        "slew_violations": 0,
        "timing.final.crit_share": 1.03,
        "max_slew_margin": 0.767,
        "worst_pin_slew_ns": 0.348,
        "finalHoldViolCount": 0,
        "rsz0062_at_grt": "true",
        "timing.final.ws_setup_ns": -0.0434,
    },
    "yosys": {
        "ys_cells": 78,
        "ys_seq_share": 0.294,
        "syn_inst": 78,
        "edf_count": 0,
        "synth_top_cell_by_count": "dfxtp_1",
        "top_cells_by_count": "dfxtp_1 (9), o21ai_0 (8), nand2_1 (7), nor2_1 (7), o211ai_1 (6)",
        "synth.avg_cell_area_um2": 7.84,
        "ys.flop_type": "dfxtp_1",
        "synth_area_um2": 612,
        "yosysUniqueCellTypes": 34,
        "netlist_top_cells_area": "dfxtp_1 (29%), o211ai_1 (7.4%), o21ai_0 (6.5%), buf_4 (4.9%), nand2_1 (4.3%)",
        "top_cell_area_share": 0.294,
        "synth.yosys.warnings": 1,
        "top_area_cell": "dfxtp_1",
        "ys_area_um2": 612,
        "ys_async_sr_fraction": 0,
        "synth-seq-cells": 9,
    },
    "outcome": {
        "status": "finished, violations left",
        "violations": "setup timing",
    },
    "worst_setup_path": {
        "r2r_start": "pwm_clk[7]$_SDFF_PP0_",
        "start_kind": "flip-flop",
        "startpoint": "pwm_clk[1]$_SDFF_PP0_",
        "endpoint_kind": "output port",
        "rr_endpoint": "pwm_clk[1]$_SDFF_PP0_",
        "r2r_slack_ns": 0.24,
        "path_max_fanout": 4,
        "critPathArrivalTime_ns": 1.40,
        "worstSetupPathType": "flip-flop to output port",
        "critPathRequiredTime_ns": 1.36,
        "rr_worst_depth": 4,
    },
    "cts": {
        "cts_hold_buf": 0,
        "cts_tree": "yes",
        "clk_latency_ns": 0.23,
        "cts_sinks": 9,
        "path_clk_slew_ns": 0.05,
        "cts_buffers": 3,
        "clockBufferDepth": 2,
        "htree_levels": 1,
        "cts-root-buf": "clkbuf_8",
    },
    "route": {
        "wirelength_mm": 1.75,
        "final_antenna_net_count": 0,
        "avgRoutedWirePerCell_um": 11.5,
        "dr.pass1.iters": 5,
        "num_vias": 667,
        "first_iter_violations": 75,
        "drcViolationCount": 0,
        "diodes": 0,
        "via_per_inst": 4.39,
    },
    "hold_path": {
        "hold_depth": 2,
        "hold_end": "pwm_clk[0]$_SDFF_PP0_",
        "hold_path.class": "flip-flop to flip-flop",
        "min-delay-start": "pwm_clk[0]$_SDFF_PP0_",
    },
    "placement": {
        "gp_congestion": 0.906,
        "pre_cts_slack_ns": -0.127,
        "portBuffers": 8,
        "hpwl_mm": 1.25,
    },
    "pwr": {
        "switching_share": 0.197,
        "p_int_mw": 0.368,
        "p_per_area_mw_per_mm2": 486,
        "leakagePower_nw": 0.370,
        "irDropWorstVdd_v": 0.000176,
        "p_switching_mw": 0.0903,
        "p_comb_frac": 0,
        "clock_power_share": 0.546,
        "power.total_mw": 0.459,
        "power_frac_seq": 0.454,
    },
    "floorplan": {
        "initial_utilization": 0.154,
        "dieHeight_um": 84,
        "num_rows": 23,
        "die-width_um": 84,
        "dieArea_mm2": 0.00706,
        "io_pins": 9,
        "core_mm2": 0.00397,
    },
    "grt": {
        "antenna_found_initial": 0,
        "grt_max_degree": 12,
        "grt_pass1_wl_mm": 2.85,
        "grt_use_total": 0.0462,
        "grt_pass1_vias": 621,
        "grt.overflow.total": 0,
    },
    "run": {
        "warnings": 27,
        "cap_violations": 0,
    },
}
-- power groups by stage --
stage         Sequential, mW  Clock (mW)  Combinational [mW]
CTS                    0.210       0.257         0.000000272
global route           0.208       0.270         0.000000266
finish                 0.208       0.251         0.000000266
-- repair_timing --
action,4_1_cts,5_1_grt
setup buffers,3,0
resized,33,6
hold endpoints to repair,0,0
setup endpoints to repair,8,7
pin swaps,8,6
gates cloned,0,0
-- layer usage --
| metal | global-route usage | share of wire |
|---|---|---|
| met2 | 0.0634 | 0.42 |
| met1 | 0.0679 | 0.48 |
| met4 | 0.00761 | 0.0052 |
| met3 | 0.0157 | 0.090 |
| met5 | 0 | 0 |
-- worst max path at each step --
stage / slack [ns] / end / cells past startpoint
after global routing: -0.08 / led[7] / 4
final: -0.04 / led[7] / 4
after CTS: -0.07 / led[7] / 4
-- critical path: stages (launching register included) --
cell      delay [ns]
dfxtp_2         0.32
buf_6           0.11
o41a_1          0.40
o311ai_2        0.20
buf_2           0.14
-- logic make-up after synthesis --
logic type               Yosys count  synth area share
AND-OR/OR-AND                     30             0.346
AND/OR/NAND/NOR                   27             0.237
buffers and inverters             10            0.0879
flip-flops                         9             0.294
XOR/XNOR                           1            0.0143
adder cells (fa/ha/maj)            1            0.0204
-- through the flow --
step	instances	hold WS [ns]	cell area (µm²)
2_1_floorplan	78	0.515	612
3_3_place_gp	145	0.596	848
3_5_place_dp	145	0.616	848
4_1_cts	152	0.530	918
5_1_grt	152	0.561	943
6_report	152	0.540	943
-- placed cells by master (no fill, tap or decap), types with 3 or more instances in the layout --
cell           synthesis  layout
buf_4                  4      17
nand2_1                7       7
dfxtp_2                0       7
nor2_1                 7       6
o21ai_0                8       6
o211ai_1               6       6
buf_2                  1       5
a21oi_1                4       4
or3_1                  3       3
clkbuf_8               0       3
dlygate4sd2_1          0       3
-- cell type report --
cell class                 count  area share
sequential                     9       0.208
clock inverter                 1     0.00531
inverter                       2     0.00796
timing repair buffer          28       0.235
clock buffer                   3      0.0438
tap                           50      0.0663
multi-input combinational     59       0.434
Power figures rest on the tool's default switching activity, not on a simulated workload.
